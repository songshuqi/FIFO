<file path="./run.sh">
#!/bin/bash
# OpenROAD 26Q1-2900-gdf79404cd8, Yosys 0.63+post, stock flow scripts
make -C /OpenROAD-flow-scripts/flow DESIGN_CONFIG=/design/flow/config.mk WORK_HOME=/design/flow/orfs finish
</file>
<file path="./config.mk">
export PLATFORM = sky130hd
export DESIGN_NAME = write_full
export DESIGN_NICKNAME = write_full
export VERILOG_FILES = /design/flow/design.v
export SDC_FILE = /design/flow/constraint.sdc
export NUM_CORES = 4
export LEC_CHECK = 1
export CORE_AREA = 10 10 70 70
export DIE_AREA = 0 0 80 80
</file>
<file path="./constraint.sdc">
current_design write_full

set clk_period 2.3
set clk_io_pct 0.2

create_clock -name clk0 -period $clk_period [get_ports {w_clk}]

set non_clock_inputs [all_inputs -no_clocks]
set_input_delay [expr $clk_period * $clk_io_pct] -clock clk0 $non_clock_inputs
set_output_delay [expr $clk_period * $clk_io_pct] -clock clk0 [all_outputs]
</file>
<file path="./design.v">
module write_full
    #(
        parameter   FIFO_DEPTH_BIT  =   10'd5
    )
    (
        input                           w_clk,
        input                           w_rst,
        input                           w_en,
        input   [FIFO_DEPTH_BIT:0]      read_addr_gray_sync,
        output                          flag_full,
        output  [FIFO_DEPTH_BIT-1:0]    write_addr,
        output  [FIFO_DEPTH_BIT:0]      write_addr_gray
    );
    reg [FIFO_DEPTH_BIT:0]  write_addr_bit;
    always @(posedge w_clk or posedge w_rst) begin
        if(w_rst) 
            write_addr_bit  <=  0;
        else if(w_en && (!flag_full))
            write_addr_bit  <=  write_addr_bit + 1;
        else 
            write_addr_bit  <=  write_addr_bit;
    end
    assign write_addr_gray  =   (write_addr_bit >> 1) ^ write_addr_bit;
    assign  flag_full       =   (write_addr_gray == {~read_addr_gray_sync[FIFO_DEPTH_BIT],~read_addr_gray_sync[FIFO_DEPTH_BIT-1],read_addr_gray_sync[FIFO_DEPTH_BIT-2:0]});
    assign  write_addr      =   write_addr_bit[FIFO_DEPTH_BIT-1:0];
endmodule
</file>
==> impl_metrics.json <==
{
  "cp.required_ns": 1.84,
  "yosysTopAreaCellShare": 0.353,
  "clk_pin_slew_ns": 0.04,
  "vias_per_cell": 3.50,
  "core-area_mm2": 0.00342,
  "max_freq_mhz": 445,
  "topCellsByArea": "dfrtp_1 35%, xor2_1 21%, ha_1 12%, nor4_4 5.0%, a21oi_1 4.7%",
  "ff_type": "dfrtp_1",
  "ff2ff_path_depth": 7,
  "synthesis.area_um2": 425,
  "syn_to_final_growth_pct": 109,
  "yosys.area_share.xor_xnor": 0.226,
  "mux_share": 0.0676,
  "fp-utilization": 0.125,
  "clk_path_buf_depth": 2,
  "ir_drop_mv": 0.572,
  "largestRegisters": "write_addr_bit (6)",
  "portBuffers": 20,
  "maxCapViolCount": 0,
  "num_vias": 420,
  "synthCells": 37,
  "largest_register_ffs": 6,
  "slew-limit-headroom": 0.837,
  "fin_crit_ns": 2.24,
  "drt_iter0_drc": 10,
  "finalSetupTns_ns": 0,
  "antenna_found_initial": 0,
  "rsz0062_at_grt": "no",
  "synth_seq_share": 0.353,
  "crit_path_end_kind": "output port",
  "grt_start_max_net_pins": 7,
  "crit_path_max_fanout": 2,
  "power_mw": 1.36,
  "postRouteAntennaNets": 0,
  "arrival_ns": 1.78,
  "startpoint_type": "input port",
  "r2r_start": "write_addr_bit[2]",
  "endpoint": "flag_full",
  "edf_count": 0,
  "ys_ff": 6,
  "ys_sh_adder": 0.118,
  "synthSimpleGateAreaFrac": 0.153,
  "ys_types": 16,
  "dp_hpwl_mm": 1.03,
  "wirelength_mm": 1.36,
  "insertion_delay_ns": 0.25,
  "tightest_slew_ns": 0.242,
  "top_area_cell": "dfrtp_1",
  "gp_congestion": 0.822,
  "drc": 0,
  "io_pins": 21,
  "cts_buffers": 3,
  "wl_per_cell_um": 11.3,
  "timing.final.crit_share": 0.976,
  "cts_tree": "done",
  "cts.sinks": 6,
  "hold_path_class": "in -> async",
  "synth.avg_cell_area_um2": 11.5,
  "top_cells_by_count": "10 x xor2_1, 6 x dfrtp_1, 4 x a21oi_1, 4 x ha_1, 2 x nand3_1",
  "ys_sh_aoi": 0.0735,
  "grt_pass1_vias": 446,
  "dieArea_mm2": 0.00640,
  "power_density_mw_per_mm2": 1530,
  "top_register": "write_addr_bit",
  "drtPass1Iterations": 4,
  "clock-root-buffer": "clkbuf_4",
  "setup_viol": 0,
  "slew_viol_final": 0,
  "r2r-end": "write_addr_bit[1]",
  "status": "finished clean",
  "top_cell": "xor2_1",
  "finalHoldViolCount": 0,
  "async_flop_share": 1.00,
  "rrSetupSlack_ns": 0.37,
  "crit_type": "in -> out",
  "clock_skew_ns": 0.000165,
  "ys_area_um2": 425,
  "h-tree-depth": 1,
  "ys_top_logic_family": "XOR/XNOR gates",
  "ys_warn_count": 1,
  "ys_cells": 37,
  "die_y_um": 80,
  "grt_pass1_wl_mm": 2.17,
  "fp-row-count": 21,
  "insertedDiodeCount": 0,
  "crit_start": "read_addr_gray_sync[3]",
  "grt_overflow": 0,
  "track_usage": 0.0419,
  "warnings": 25,
  "drive_gt1_frac": 0.432,
  "leakagePower_nw": 0.373,
  "die_x_um": 80
}
==> how the worst min path moves through the flow <==
stage         slack [ns]  cells past startpoint                end   from
global route        0.45                      2  write_addr_bit[5]  w_rst
CTS                 0.43                      2  write_addr_bit[0]  w_rst
finish              0.43                      2  write_addr_bit[5]  w_rst
==> layout by cell type, fill, tap and decap left out <==
cell type / count
ha_4: 4
dfrtp_2: 3
and2_4: 1
inv_1: 1
dfrtp_1: 3
mux2i_2: 1
a21boi_2: 1
mux2_4: 1
or2b_1: 1
xor2_1: 8
clkbuf_4: 3
nor4_4: 1
or2b_2: 1
xor2_2: 1
xnor2_1: 1
nand4_1: 1
nand3_1: 2
xor2_4: 1
a21oi_1: 4
clkdlybuf4s50_1: 18
dlygate4sd2_1: 2
nand2_1: 1
buf_4: 14
==> metal layers <==
metal	global-route usage	up-vias	wire length, um
li1	-	201	-
met1	0.0573	192	632
met2	0.0554	22	535
met3	0.0239	5	151
met4	0.00880	0	40
met5	0	-	0
==> what timing repair did <==
action / 4_1_cts / 5_1_grt
hold buffers: 0 / 0
setup endpoints to repair: 1 / 1
setup buffers: 3 / 1
endpoints found under the hold margin: 0 / 0
resized: 10 / 3
pin swaps: 5 / 4
==> power breakdown <==
group	internal (mW)	switching [mW]
logic	0.681	0.329
clock network	0.0592	0.0404
registers	0.166	0.0824
total	0.906	0.452
==> worst max-delay path: stages <==
cell and delay (ns):
clkdlybuf4s50_1 0.44, xor2_2 0.20, nor4_4 0.31, and2_4 0.18, dlygate4sd2_1 0.19
==> stage by stage <==
stage | hold slack (ns) | area (um2) | setup slack [ns] | instances | util
2_1_floorplan | 0.251 | 425 | 0.399 | 37 | -
4_1_cts | 0.433 | 861 | 0.00365 | 119 | 0.252
5_1_grt | 0.453 | 890 | 0.00121 | 120 | 0.260
3_3_place_gp | 0.531 | 758 | -0.197 | 113 | 0.222
3_5_place_dp | 0.540 | 758 | -0.197 | 113 | 0.222
6_report | 0.432 | 890 | 0.0552 | 120 | 0.260
==> logic make-up (layout without fill, tap and decap cells) <==
family	Yosys count	count (layout)
simple gates	8	8
mux	2	2
flops	6	6
xor+xnor	11	11
fa+ha+maj	4	4
buf+inv	1	38
compound gates	5	5
==> cell type report <==
| class | count | area, um2 |
|---|---|---|
| flip-flops and latches | 6 | 154 |
| inverters | 1 | 3.75 |
| multi-input cells | 30 | 349 |
| well taps | 46 | 57.6 |
| clock buffers | 3 | 22.5 |
| repair buffers | 34 | 303 |
| fillers | 372 | 2530 |
Power is estimated from default activity; no workload was simulated.
